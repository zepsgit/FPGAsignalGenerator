<file path="/design/flow/run.sh">
#!/bin/bash
# OpenROAD 26Q1-2900-gdf79404cd8, Yosys 0.63+post, stock flow scripts
make -C /OpenROAD-flow-scripts/flow DESIGN_CONFIG=/design/flow/config.mk WORK_HOME=/design/flow/orfs finish
</file>
<file path="/design/flow/config.mk">
export PLATFORM = sky130hd
export DESIGN_NAME = key_control
export DESIGN_NICKNAME = key_control
export VERILOG_FILES = /design/flow/design.v
export SDC_FILE = /design/flow/constraint.sdc
export NUM_CORES = 4
export LEC_CHECK = 1
export CORE_UTILIZATION = 40
</file>
<file path="/design/flow/constraint.sdc">
current_design key_control

set clk_period 3.3
set clk_io_pct 0.2

create_clock -name clk0 -period $clk_period [get_ports {sys_clk}]

set non_clock_inputs [all_inputs -no_clocks]
set_input_delay [expr $clk_period * $clk_io_pct] -clock clk0 $non_clock_inputs
set_output_delay [expr $clk_period * $clk_io_pct] -clock clk0 [all_outputs]
</file>
<file path="/design/flow/design.v">
module key_control
(
	input wire sys_clk,
	input wire sys_rst_n,
	input wire [3:0] key,
	output reg[3:0] wave_select
);
parameter sin_wave=4'b0001,
		  squ_wave=4'b0010,
		  tri_wave=4'b0100,
		  saw_wave=4'b1000;
parameter CNT_MAX = 20'd999_999;
wire key3;
wire key2;
wire key1;
wire key0;
always@(posedge sys_clk or negedge sys_rst_n)
	if(sys_rst_n==1'b0)
		wave_select<=4'b0000;
	else if(key0==1'b1)
		wave_select<=sin_wave;
	else if(key1==1'b1)
		wave_select<=squ_wave;
	else if(key2==1'b1)
		wave_select<=tri_wave;
	else if(key3==1'b1)
		wave_select<=saw_wave;
	else
		wave_select<=wave_select;
	key_filter
	#(.CNT_MAX(CNT_MAX))
	key_filter_inst3
	(
		.sys_clk(sys_clk),
		.sys_rst_n(sys_rst_n),
		.key_in(key[3]),
		.key_flag(key3)
	);
	key_filter
	#(.CNT_MAX(CNT_MAX))
	key_filter_inst2
	(
		.sys_clk(sys_clk),
		.sys_rst_n(sys_rst_n),
		.key_in(key[2]),
		.key_flag(key2)
	);
	key_filter
	#(.CNT_MAX(CNT_MAX))
	key_filter_inst1
	(
		.sys_clk(sys_clk),
		.sys_rst_n(sys_rst_n),
		.key_in(key[1]),
		.key_flag(key1)
	);
	key_filter
	#(.CNT_MAX(CNT_MAX))
	key_filter_inst0
	(
		.sys_clk(sys_clk),
		.sys_rst_n(sys_rst_n),
		.key_in(key[0]),
		.key_flag(key0)
	);
endmodule
module key_filter
#(
parameter CNT_MAX=20'd999_999 
)
(
	input wire sys_clk,
	input wire sys_rst_n,
	input wire key_in,
	output reg key_flag
);
reg [19:0] cnt_20ms;
always@(posedge sys_clk or negedge sys_rst_n)
	if (sys_rst_n==1'b0)
		cnt_20ms<=20'b0;
	else if(key_in==1'b1)
		cnt_20ms<=20'b0;
	else if(cnt_20ms==CNT_MAX && key_in==1'b0)
		cnt_20ms<=cnt_20ms;
	else
		cnt_20ms<=cnt_20ms+1'b1;
always@(posedge sys_clk or negedge sys_rst_n)
	if (sys_rst_n==1'b0)
		key_flag<=1'b0;
	else if(cnt_20ms==CNT_MAX-1'b1)
		key_flag<=1'b1;
	else 
		key_flag<=1'b0;
endmodule
</file>
==> results_slide.txt <==
Physical Implementation Snapshot

Final timing
  • Fmax: roughly 0.51 GHz
  • Final Cycle Share: 59.7%
  • Relative slew slack: about two fifths
  • Measured slew at the worst slew-check pin: 0.904 ns
  • Clock Skew: approximately 0.0056 ns
  • Tmin final: 1.97 ns
  • Final Max Slew Viols: 0
  • Hold Violations, Final: 0
  • RSZ-0062 raised after global routing: false
  • Setup TNS Final: 0 ns
  • Fin worst setup slack: approximately 1.3 ns
  • Final setup vio count: 0

Clocking
  • Worst-path clk slew: 0.06 ns
  • Post_cts resized: 0
  • CTS H-Tree Depth: 3
  • Hold_buf cts: 0
  • Clock root buffer: clkbuf_16
  • Post-CTS setup buffer count: 0
  • Clk ins delay skew pair: 0.33 ns
  • Clk sink count: approximately 90
  • CTS tree: yes
  • Longest Clk Path Bufs: 2
  • Num CTS Buffers: 9

Pwr
  • Leak: between 2 and 2.5 nW
  • Cell Pwr Density: 423 nW/µm²
  • Peak VDD IR: 0.000357 V

Run
  • MaxCap Viol Count: 0
  • Tool warning count: 29

Setup path
  • Worst R2R Start: key_filter_inst2.cnt_20ms[0]$_DFFE_PN0P_
  • Critical Path End Type: register
  • Startpoint types: input pin
  • Critical path data required time: around 3.5 ns
  • Worst-path fanout max: 28
  • R2R depth: 5
  • Worst setup path class: input pin to register
  • R2r endpoint: key_filter_inst2.cnt_20ms[14]$_DFFE_PN0P_
  • CP arrival: about 2.2 ns
  • Reg2reg setup slack: 1.33 ns

Die
  • Die H: around 110 µm
  • Core area: ~11,000 µm²
  • Die Width: 110 µm
  • Die Size: about 12,000 µm²
  • Row count: 39
  • Core Util at FP: approximately 40%
  • Ports: 10

Layout
  • Most frequent logic cell in the layout: dfrtp_1
  • Fraction of layout cells with a size suffix above 1: 5.22%
  • Fin util: ~45%
  • MI comb area: ~2300 µm²
  • Area Growth Syn to Fin: 10.1%
  • Fill count: ~1,100
  • Final instance area: between 5000 and 6000 µm²
  • Most common logic cells in the final layout: dfrtp_1, nor2_1, a21oi_1
  • Seq. cell area: 2200 µm²

Placed design
  • Post-Place Cell Area: ~5000 µm²
  • HPWL Detailed: approximately 5700 µm
  • Pre-CTS WS: 0.973 ns
  • # port buffers: 9
  • Gpl congestion: roughly 0.81

Yosys
  • Register share after synthesis: between 40% and 50%
  • Syn avg cell area: between 9 and 10 µm²
  • Number of enable flip-flop cells: 0
  • Yosys stat area: 4680 µm²
  • FF+latch count, synth: slightly below 90
  • Synth Cell Area: 4680 µm²
  • Asr flop ratio synth: 100%
  • Distinct lib cells: about 42
  • Mapped Cells: about 500
  • Dominant flop cell: dfrtp_1
  • Yosys warns: 2
  • # Cells Yosys: 496

Global routing
  • Initial antenna violation count: 0
  • First-pass GRT wire length: 15,800 µm
  • Vias in the first global route: approximately 3,400
  • GRT Total Usage: about 17%
  • Largest net degree at the start of global routing: between 50 and 60
  • Global route overflow: 0

Detailed routing
  • DRT iter0 DRCs: roughly 86
  • # diodes: 0
  • Number of nets still failing antenna checks after routing: 0
  • Drt first pass iters: 4
  • DR DRC count: 0
  • Vias per cell: approximately 5.5
  • Via count: 3,550
  • DRT Wirelength: just under 9000 µm
  • Post-DR wirelength/cell: around 14 µm

Status
  • Outcome: finished clean

Min path
  • Hold Crit Class: input pin to async pin
-- routing by layer --
metal,track usage (%),routed length [µm],vias to the layer above
met1,27.2,4480,1701
met3,2.94,231,9
met4,1.50,93,0
met5,0,0,-
li1,-,-,1812
met2,25.4,3880,28
-- cells in the mapped netlist (4+ instances only) --
master | instances | area, µm²
nor4_1 | 7 | 43.8
nor3_1 | 14 | 70.1
nand3_1 | 34 | 170
o21ai_0 | 13 | 65.1
a211oi_1 | 5 | 37.5
xnor2_1 | 12 | 105
and4_1 | 11 | 96.3
nand2_1 | 23 | 86.3
inv_1 | 14 | 52.6
o31ai_1 | 13 | 97.6
or3_1 | 10 | 62.6
a31oi_1 | 5 | 31.3
o21bai_1 | 7 | 52.6
ha_1 | 8 | 100
and2_1 | 8 | 50.1
nor2_1 | 48 | 180
or4_1 | 13 | 97.6
nor4b_1 | 8 | 70.1
a21oi_1 | 41 | 205
mux2_1 | 10 | 113
dfrtp_1 | 88 | 2200
nand4_1 | 21 | 131
and3_1 | 11 | 68.8
clkbuf_1 | 17 | 63.8
xor2_1 | 16 | 140
nand2b_1 | 4 | 25.0
nor2b_1 | 11 | 68.8
-- layout make-up --
class	count	share of cell area, %
tap	143	3.47
sequential	88	42.7
timing repair buffer	11	1.99
clock inverter	3	0.826
multi-input combinational	369	45.1
clock buffer	12	4.79
inverter	15	1.09
-- power breakdown --
group | total (mW) | switching [mW] | internal [mW]
Clock | 0.998 | 0.396 | 0.603
Sequential | 1.11 | 0.0146 | 1.09
Combinational | 0.0758 | 0.0530 | 0.0228
-- registers in the layout, summed over array words and instances (netlist names) --
name and cells:
wave_select 4, key_filter_inst0.key_flag 1, key_filter_inst2.key_flag 1, key_filter_inst2.cnt_20ms 20, key_filter_inst1.cnt_20ms 20, key_filter_inst3.cnt_20ms 20
key_filter_inst3.key_flag 1, key_filter_inst0.cnt_20ms 20, key_filter_inst1.key_flag 1
-- worst max path at each step --
| stage | start | end | slack (ns) | depth (start not counted) |
|---|---|---|---|---|
| CTS | key_filter_inst3.cnt_20ms[3]$_DFFE_PN0P_ | key_filter_inst3.cnt_20ms[18]$_DFFE_PN0P_ | 1.30 | 4 |
| global route | key_filter_inst3.cnt_20ms[3]$_DFFE_PN0P_ | key_filter_inst3.cnt_20ms[16]$_DFFE_PN0P_ | 1.09 | 4 |
| finish | key[3] | key_filter_inst3.cnt_20ms[17]$_DFFE_PN0P_ | 1.33 | 4 |
-- kinds of logic (layout without fill, tap and decap cells) --
family                     count (synthesis)  in the layout  synth area share, %
AOI/OAI and AO/OA                         88             88                 11.2
xor gates and xnor gates                  28             28                 5.24
adders and majority gates                  8              8                 2.14
buffers and inverters                     39             41                 3.29
DFF                                       88             88                 47.1
muxes                                     11             11                 2.65
and+or+nand+nor                          234            234                 28.4
-- per-stage QoR --
stage          hold WS (ns)  instances  power (mW)
2_1_floorplan         0.364        496        1.16
3_3_place_gp          0.453        626        1.20
3_5_place_dp          0.459        626        1.20
4_1_cts               0.372        641        2.21
5_1_grt               0.397        641        2.26
6_report              0.344        641        2.18
-- critical path: stages --
cell             delay, ns
clkdlybuf4s50_1       1.06
nand2b_1              0.19
a21oi_1               0.04
a31o_2                0.23
Power is estimated from default activity; no workload was simulated.
